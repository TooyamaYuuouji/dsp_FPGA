File: flow/constraint.sdc
current_design shift_reg

set clk_period 2.2
set clk_io_pct 0.2

create_clock -name clk0 -period $clk_period [get_ports {clk_i}]

set non_clock_inputs [all_inputs -no_clocks]
set_input_delay [expr $clk_period * $clk_io_pct] -clock clk0 $non_clock_inputs
set_output_delay [expr $clk_period * $clk_io_pct] -clock clk0 [all_outputs]
File: flow/run.sh
#!/bin/bash
# OpenROAD 26Q1-2900-gdf79404cd8, Yosys 0.63+post, stock flow scripts
make -C /OpenROAD-flow-scripts/flow DESIGN_CONFIG=/design/flow/config.mk WORK_HOME=/design/flow/orfs finish
File: flow/config.mk
export PLATFORM = sky130hd
export DESIGN_NAME = shift_reg
export DESIGN_NICKNAME = shift_reg
export VERILOG_FILES = /design/flow/design.v
export SDC_FILE = /design/flow/constraint.sdc
export NUM_CORES = 4
export LEC_CHECK = 1
export CORE_UTILIZATION = 40
File: flow/design.v
module shift_reg(
    input  wire       clk_i   ,
    input  wire       rstn_i  ,
    input  wire       start_i ,  
    input  wire[10:0] x_i     ,
    output wire       phase_en_o,
    output wire[10:0] signal_phase1_o,
    output wire[10:0] signal_phase2_o,
    output wire[10:0] signal_phase3_o,
    output wire[10:0] signal_phase4_o
);
localparam PHASE_NUM = 4;
reg[2:0] reg_cnt;
reg[10:0] reg_shift[0:PHASE_NUM - 1];
assign phase_en_o = (reg_cnt == 'd3) ? 1'b1 : 1'b0;
assign signal_phase1_o = (phase_en_o == 1'b1) ? reg_shift[0] : 'd0;
assign signal_phase2_o = (phase_en_o == 1'b1) ? reg_shift[1] : 'd0;
assign signal_phase3_o = (phase_en_o == 1'b1) ? reg_shift[2] : 'd0;
assign signal_phase4_o = (phase_en_o == 1'b1) ? reg_shift[3] : 'd0;
always @(posedge clk_i or negedge rstn_i) begin
    if(!rstn_i)
        reg_cnt <= 'd0;
    else if(start_i)
        reg_cnt <= 'd3;
    else if(reg_cnt == 3'd3)
        reg_cnt <= 'd0;
    else
        reg_cnt <= reg_cnt + 1'b1;
end
integer i;
always @(posedge clk_i or negedge rstn_i) begin
    if(!rstn_i) begin
        for(i = 0; i < PHASE_NUM; i = i + 1) begin
            reg_shift[i] <= 'd0;
        end
    end else begin
            reg_shift[0] <= x_i;
            for(i = 0; i < PHASE_NUM - 1; i = i + 1) begin
                reg_shift[i+1] <= reg_shift[i];
            end
    end
end
endmodule
==> PnR_summary.wiki <==
== Implementation results ==
{| class="wikitable"
! Metric !! Value
|-
| Maximum fanout encountered on the critical timing path || 47
|-
| Synth Warn # || 2
|-
| Number of cells in the finished layout apart from fillers || 213
|-
| Total power per unit cell area || 738.1 mW/mm2
|-
| Cells taking the most area after synthesis || sky130_fd_sc_hd__dfrtp_1 76%, sky130_fd_sc_hd__and2_1 18%, sky130_fd_sc_hd__buf_6 2.9%
|-
| Slowest library cell on the worst path || sky130_fd_sc_hd__clkdlybuf4s50_1
|-
| Most area-hungry cell type in the Yosys netlist || sky130_fd_sc_hd__dfrtp_1
|-
| Vertical die dimension || 64.31 um
|-
| Fin. max-slew vios || 0
|-
| Setup Viol. Count Final || 13
|-
| Initial antenna violation count || 0
|-
| Clk root buf || sky130_fd_sc_hd__clkbuf_8
|-
| Max frequency || 450.0 MHz
|-
| Final total negative setup slack || -0.09979 ns
|-
| Setup slack after placement || 0.2766 ns
|-
| Total die size || just over 0.004 mm2
|-
| Post-synth design cell area || 0.001553 mm2
|-
| Endpoint arrival time on the critical path || around 1.8 ns
|-
| Routed via count || 879
|-
| Net switching share of the total power || between 20% and 30%
|-
| Number of cells in Yosys stat || 102
|-
| Internal power || approximately 0.0013 W
|-
| Deepest level of the CTS H-tree || 2
|-
| Time the final worst path needs with I/O delays and setup || 2.222 ns
|-
| Leakage power || approximately 0.98 nW
|-
| Sequential share of the synthesized area || 75.75%
|-
| Hold slack || 0.07483 ns
|-
| Number of remaining DRC errors || 0
|-
| Combinational Area || 326.6 um2
|-
| Measured slew at the worst slew-check pin || 0.4090 ns
|-
| Count of library flops with an enable pin || 0
|-
| Power share of the combinational group || ~17%
|-
| Element type at the critical path end || primary output
|-
| Run status || finished, violations left
|-
| Asr flop ratio synth || 100.0%
|-
| Proportion of power drawn by the clock network || between 20% and 30%
|-
| Routability congestion estimate || ~0.72
|-
| Unique masters post-synth || 9
|-
| Crit Path Class || reg2out
|-
| Total Routing Usage GR || 12.25%
|-
| Inserted Clock Buffers || 5
|-
| Share of the cycle needed by the critical path after routing || 101.0%
|-
| # fillers || 307
|-
| Synthesized area per cell || ~15 um2
|-
| Boundary Pins || just under 60
|-
| Final WS setup || -0.02204 ns
|-
| Vias per Instance || 4.127
|-
| Maximum resistive drop on vdd || 0.5068 mV
|-
| Number of warnings in the stage logs || 27
|-
| Worst clock skew on the final layout || 0.006511 ns
|-
| Cell Chain, Critical Path || ha_2 -> nor2b_4 -> buf_12 -> and2_1 -> clkdlybuf4s50_1
|-
| Drt initial violations || 14
|-
| Clock edge transition at the registers on the reported setup and hold paths || 0.08 ns
|-
| Chip area line of the yosys report || between 0.0015 and 0.002 mm2
|-
| Vias in the first global route || 840
|-
| Largest delay share family, worst path || buffers and inverters
|-
| Hold/Removal Path Class || in2async
|-
| Maximum number of pins on one net before global-route repair || 48
|-
| Number of clock sinks || 47
|-
| Detailed Route WL || 2148 um
|-
| Mapped Cells || 102
|-
| Clock insertion delay at the later pin of the skew report || 0.29 ns
|-
| Total buffers and inverters traversed by the critical path || 2
|-
| Postcts setup bufs || 0
|-
| Max transition margin || 72.73%
|-
| Dominant register cell || sky130_fd_sc_hd__dfrtp_1
|-
| Cts-stage hold buffer count || 0
|-
| Largest stage delay on the critical path || about 0.45 ns
|-
| Area taken by flip-flops and latches || 0.001176 mm2
|-
| Setup repair after global routing missed its margin || yes
|-
| CTS tree || built
|-
| Type of element launching the critical path || register
|-
| Die span in x || ~64 um
|-
| GRT overflow || 0
|-
| Core utilization of the finished layout || about three fifths
|-
| Final hold viol count || 0
|-
| Fp_density || a little over two fifths
|-
| Row count || 22
|-
| Largest buffer count on any clock path || 2
|-
| Worst endpoint required time || 1.76 ns
|-
| Placed insts || 205
|-
| Final antenna diode count || 0
|-
| Wire length of the first global-routing pass || between 3000 and 4000 um
|-
| Layout area overhead || 45.29%
|-
| IO Port Bufs || 58
|-
| Routed WL per cell || 10.08 um
|-
| Net switching power || approximately 0.00034 W
|-
| Share of final-layout standard cells stronger than drive strength 1 || a little under 8%
|-
| Length of the first detailed-routing pass in iterations || 4
|-
| Most frequent cells after synthesis || 47 x sky130_fd_sc_hd__dfrtp_1, 44 x sky130_fd_sc_hd__and2_1, 4 x sky130_fd_sc_hd__buf_6
|-
| Sequential fraction of design power || 55.5%
|-
| Post-synthesis sequential element count || 47
|-
| Dominant cell by count in the synthesized netlist || sky130_fd_sc_hd__dfrtp_1
|-
| Placeable core region || 0.003689 mm2
|-
| Max cap viols || 0
|-
| Post-DRT Antenna Nets || 0
|-
| Failing checks || negative setup slack
|-
| Synth top area share || 75.75%
|-
| Total half-perimeter wirelength after legalization and detailed placement || 1530 um
|}
-- sequential cells by signal, summed over array words and instances (netlist names) --
register	flops
reg_shift	44
reg_cnt	3
-- logic make-up (layout without fill, tap and decap cells) --
group | Yosys count | in the layout | share of synthesized area (%)
compound gates | 2 | 2 | 0.9667
flops | 47 | 47 | 75.75
fa+ha+maj | 1 | 1 | 0.8057
buf+inv | 6 | 69 | 3.384
simple gates | 46 | 46 | 19.10
-- metal layers --
layer	up-vias	share of wire (%)	global-route usage, %
li1	434	-	-
met5	-	0	0
met1	406	46	18.90
met4	0	0.88	1.944
met3	2	8.4	5.072
met2	37	45	17.63
-- cell type report --
type	instances	share of cell area, %
multi-input combinational	49	14.48
sequential	47	52.14
timing repair buffer	60	26.84
tap	48	2.662
clock buffer	5	3.050
clock inverter	3	0.6656
inverter	1	0.1664
-- final timing paths --
path | startpoint | to | slack [ns] | depth (start not counted)
worst max register to register | reg_cnt[0]$_DFF_PN0_ | reg_cnt[0]$_DFF_PN0_ | 1.14 | 4
worst max-delay path | reg_cnt[0]$_DFF_PN0_ | signal_phase2_o[4] | -0.02 | 5
worst min register to register | reg_shift[2][5]$_DFF_PN0_ | reg_shift[3][5]$_DFF_PN0_ | 0.37 | 0
min in group clk0 | reg_shift[2][5]$_DFF_PN0_ | reg_shift[3][5]$_DFF_PN0_ | 0.37 | 0
max in group asynchronous | rstn_i | reg_shift[0][9]$_DFF_PN0_ | 1.44 | 2
worst min-delay path | rstn_i | reg_shift[2][10]$_DFF_PN0_ | 0.07 | 1
-- what timing repair did --
action / CTS / global route
endpoints found under the setup margin: 44 / 44
gates cloned: 0 / 0
pin swaps: 0 / 0
hold endpoints to repair: 0 / 0
resized: 0 / 2
-- cells in the final DEF, fill, tap and decap left out, types with 2 or more instances in the layout --
cell and n:
sky130_fd_sc_hd__clkdlybuf4s50_1 56, sky130_fd_sc_hd__o21bai_1 2, sky130_fd_sc_hd__clkbuf_8 5, sky130_fd_sc_hd__clkinv_2 3, sky130_fd_sc_hd__and2_1 44, sky130_fd_sc_hd__dfrtp_1 47
-- power groups by stage --
stage | Clock [W] | Combinational, W | Sequential [W]
CTS | 0.000492 | 0.000282 | 0.000924
global route | 0.000537 | 0.000306 | 0.000930
finish | 0.000467 | 0.000274 | 0.000924
-- through the flow --
step | total power [W] | cell area, um2
2_1_floorplan | 0.001026 | 1553
3_3_place_gp | 0.001221 | 2167
3_5_place_dp | 0.001223 | 2167
4_1_cts | 0.001698 | 2251
5_1_grt | 0.001774 | 2256
6_report | 0.001665 | 2256
Power and IR drop assume default switching activity.
