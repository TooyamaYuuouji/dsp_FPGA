File: run.sh
#!/bin/bash
# OpenROAD 26Q1-2900-gdf79404cd8, Yosys 0.63+post, stock flow scripts
make -C /OpenROAD-flow-scripts/flow DESIGN_CONFIG=/design/flow/config.mk WORK_HOME=/design/flow/orfs finish
File: config.mk
export PLATFORM = sky130hd
export DESIGN_NAME = single_cic
export DESIGN_NICKNAME = single_cic
export VERILOG_FILES = /design/flow/design.v
export SDC_FILE = /design/flow/constraint.sdc
export NUM_CORES = 4
export LEC_CHECK = 1
export CORE_UTILIZATION = 50
File: constraint.sdc
current_design single_cic

set clk_period 7.2
set clk_io_pct 0.2

create_clock -name clk0 -period $clk_period [get_ports {clk_i}]

set non_clock_inputs [all_inputs -no_clocks]
set_input_delay [expr $clk_period * $clk_io_pct] -clock clk0 $non_clock_inputs
set_output_delay [expr $clk_period * $clk_io_pct] -clock clk0 [all_outputs]
File: design.v
module comb (
    input  wire              clk_i ,
    input  wire              rstn_i,
    input  wire              en_i  ,
    input  wire signed[21:0] data_i,
    output wire signed[21:0] data_o
);
localparam D = 5;
reg signed[21:0] reg_data[0:D-1];
integer i;
always @(posedge clk_i or negedge rstn_i) begin
    if(!rstn_i) begin
        for(i = 0; i < D; i = i + 1) begin
            reg_data[i] <= 'd0;
        end
    end else if(en_i) begin
        for(i = 0; i < D-1; i = i + 1) begin
            reg_data[i+1] <= reg_data[i];
        end
        reg_data[0] <= data_i;
    end
end
assign data_o = data_i - reg_data[D-1];
endmodule
module integrator (
    input  wire              clk_i  ,
    input  wire              rstn_i ,
    input  wire              en_i   ,
    input  wire signed[10:0] data_i ,  
    output wire              valid_o,
    output wire signed[21:0] data_o
);
wire signed[21:0] sxt_data = {{(22-11){data_i[10]}}, data_i};  
reg signed[21:0] reg_data0;
always @(posedge clk_i or negedge rstn_i) begin
    if(!rstn_i) begin
        reg_data0 <= 'd0;
    end else if(en_i) begin
        reg_data0 <= reg_data0 + sxt_data;
    end
end
assign data_o = reg_data0;
endmodule
module single_cic(
    input  wire              clk_i  ,
    input  wire              rstn_i ,
    input  wire              en_i   ,
    input  wire signed[10:0] data_i ,  
    output wire signed[21:0] data_o
);
wire signed[21:0] integrator__data_o;
reg reg_dff_en;
always @(posedge clk_i) begin
    reg_dff_en <= en_i;
end
integrator integrator_inst (
    .clk_i  (clk_i),
    .rstn_i (rstn_i),
    .en_i   (en_i),
    .data_i (data_i),  
    .valid_o(),
    .data_o (integrator__data_o)
);
comb comb_inst (
    .clk_i (clk_i),
    .rstn_i(rstn_i),
    .en_i  (reg_dff_en),
    .data_i(integrator__data_o),
    .data_o(data_o)
);
endmodule
==> GITHUB_STEP_SUMMARY <==
### Flow metrics

| Metric | Value |
|---|---|
| Crit. End Element | output pin |
| Clk latency of the worst-skew pair | 0.41 ns |
| Mapped Area | 7000 sq um |
| Initial Util | 52.0% |
| Fin. Hold Viols | 0 |
| Clk sinks | 133 |
| Tmin final | 5.35 ns |
| Num rows | 42 |
| Unique cell types | 60 |
| CP dominant cell by count | inv_1 |
| CP max stage delay | 0.47 ns |
| Worst endpoint required time | 5.76 ns |
| Yosys stat area | 7000 sq um |
| Share of cells above drive strength 1 | 21.5% |
| Wire length per cell | 14.8 microns |
| Clk buf depth | 2 |
| Hpwl dp | 8.83 mm |
| CTS tree | built |
| CTS-repair resized insts | 0 |
| Tally of yosys warning messages | 4 |
| Hold depth | 2 |
| Core area | 13,500 sq um |
| Crit path launch | integrator_inst.reg_data0[0]$_DFFE_PN0P_ |
| Status | finished clean |
| WP buf/inv | 3 |
| GRT Total Usage | 19.8% |
| Syn Area/Cell | 11.2 sq um |
| VDD IR max | 0.216 mV |
| Reg2reg start | integrator_inst.reg_data0[1]$_DFFE_PN0P_ |
| Chip Width | 120 microns |
| CP max FO | 4 |
| Fin crit share | 74.3% |
| Via density | 5.49 |
| Top Layout Cells | 132 x dfrtp_1, 100 x mux2_2, 43 x nand2_1 |
| Worst clock skew | 0.00653 ns |
| Util after Layout | 60.2% |
| Worst path slowest cell | clkdlybuf4s50_1 |
| Area added between synthesis and finish | 15.7% |
| Root Driver | clkbuf_16 |
| First-pass GRT wire length | 22.3 mm |
| Detailed Route Iter0 Violations | 248 |
| MaxCap Viol Count | 0 |
| Remaining DRCs | 0 |
| Worst slew margin | 52.5% |
| Pin count of the biggest net entering global routing | 59 |
| Ys cells | 623 |
| Top-Level Pins | 36 |
| RePlAce Congestion | 0.876 |
| Synth Seq Share | 47.5% |
| Gr ovfl total | 0 |
| Critical R2R Capture | integrator_inst.reg_data0[21]$_DFFE_PN0P_ |
| Inserted Diodes | 0 |
| Worst slew pin tran | 0.713 ns |
| RSZ-0062 raised after global routing | false |
| Initial antenna violation count | 0 |
| R2r setup slk | 4.49 ns |
| IO buf count | 35 |
| WL final | 12.5 mm |
| Crit-path cells | inv_1, ha_1, inv_1, fa_1, a211oi_1, o21ai_0, o311a_1, a21boi_1, nor2_1, o41a_1, xor2_1, clkdlybuf4s50_1 |
| Reg2reg path depth | 8 |
| CTS clock-pin slew for the worst setup and hold paths | 0.05 ns |
| Setup TNS Final | 0 ns |
| Post-synth EDFFs | 0 |
| Ys flop type | dfrtp_1 |
| Critical Path Sink | data_o[20] |
| Die ar. | 14,500 sq um |
| Cts bufs inserted | 17 |
| Die Y | 120 microns |
| Vias in the first global route | 4,603 |
| Fin. max-slew vios | 0 |
| Pre-antenna DRT Iters | 5 |
| Synth Instances | 623 |
| Synth async-reset ratio | 99.2% |
| Min-delay worst type | flip-flop to flip-flop |
| Total number of vias | 4,643 |
| Most frequent logic cell in the layout | dfrtp_1 |
| Delay-heaviest family, CP | AND-OR/OR-AND gates |
| Power per Cell Area | 537 nW/um^2 |
| Final setup vio count | 0 |
| Highest clock rate | 187 MHz |
| Critical path depth | 12 |
| Crit path DAT | 3.91 ns |
| WS Path Type | flip-flop to output pin |
| Log Warnings | 25 |
| Critical path startpoint category | flip-flop |
| Remaining antenna violation count | 0 |
| Hold_buf cts | 0 |
| Postcts setup bufs | 0 |
| H-tree Lvls | 4 |
| Static Leak | 3.63 nW |
| Post-synth regs | 133 |
[cells by family after synthesis]
group	Yosys count	synth area share [%]
buffers and inverters	61	3.41
DFF	133	47.5
and+or+nand+nor	110	7.33
AOI/OAI and AO/OA	142	13.4
adders and majority gates	44	8.08
xor gates and xnor gates	32	4.11
muxes	101	16.2
[metal layers]
| layer | global-route usage (%) | wire (microns) | vias up |
|---|---|---|---|
| li1 | - | - | 2305 |
| met1 | 35.3 | 6780 | 2255 |
| met2 | 27.0 | 5180 | 70 |
| met3 | 3.66 | 384 | 13 |
| met4 | 2.31 | 163 | 0 |
| met5 | 0 | 0 | - |
[metrics by stage]
step	std cells	instance area (sq um)	setup WS [ns]	total power, W	hold slack (ns)
2_1_floorplan	623	7000	3.23	0.00269	0.449
3_3_place_gp	815	7510	2.31	0.00347	0.463
3_5_place_dp	815	7510	2.25	0.00350	0.470
4_1_cts	846	8100	1.79	0.00440	0.483
5_1_grt	846	8100	1.60	0.00472	0.511
6_report	846	8100	1.85	0.00435	0.477
[final cells by class]
class                           instances  area [sq um]
Clock buffer                           22           464
Multi-Input combinational cell        429          3440
Timing Repair Buffer                   40           385
Sequential cell                       133          3330
Tap cell                              176           220
Fill cell                            1068          5350
Clock inverter                          9           128
Inverter                               37           139
[synthesized netlist by cell type, types with 3 or more instances]
cell type	instances	share of area [%]
nor2_1	29	1.6
a21o_1	20	2.1
nand2_1	43	2.3
xnor2_1	24	3.0
nor2b_1	6	0.54
nand3_1	9	0.64
a21boi_0	3	0.32
nor3_1	4	0.29
buf_1	3	0.16
o21a_1	5	0.54
inv_1	37	2.0
a221o_1	3	0.43
o21ai_0	42	3.0
dfrtp_1	132	47
o21bai_1	5	0.54
a31oi_1	3	0.27
a211oi_1	3	0.32
a21oi_1	28	2.0
clkbuf_1	18	0.97
nand4_1	4	0.36
nand2b_1	5	0.45
ha_1	42	7.5
o211ai_1	3	0.32
mux2_2	100	16
xor2_1	7	0.88
[where the power goes]
group	internal, W	total [W]	switching (W)
clock	0.000559	0.000857	0.000298
combinational	0.00124	0.00218	0.000938
sequential	0.00111	0.00132	0.000211
[state kept, by name (all words and copies together), names as in the netlist]
register,cells
integrator_inst.reg_data0,22
comb_inst.reg_data,110
reg_dff_en,1
[worst min-delay path by stage]
| stage | endpoint | slack [ns] | from |
|---|---|---|---|
| 5_1_grt | comb_inst.reg_data[2][16]$_DFFE_PN0P_ | 0.51 | comb_inst.reg_data[1][16]$_DFFE_PN0P_ |
| 6_report | comb_inst.reg_data[4][17]$_DFFE_PN0P_ | 0.48 | comb_inst.reg_data[3][17]$_DFFE_PN0P_ |
| 4_1_cts | comb_inst.reg_data[4][9]$_DFFE_PN0P_ | 0.48 | comb_inst.reg_data[3][9]$_DFFE_PN0P_ |
[worst register-to-register path: stages (launching register included)]
cell and delay, ns:
dfrtp_1 0.43, ha_1 0.31, a211o_1 0.26, o211ai_1 0.20, a32oi_2 0.25, a21boi_1 0.38, nor3_1 0.11, or4_4 0.51
xnor2_2 0.14
Power is estimated from default activity; no workload was simulated.
