==> flow/design.v <==
module filter_coeff(
    input  wire       clk_i          ,
    input  wire       rstn_i         ,
    input  wire       start_i        ,
    input  wire       change_i       ,
    output wire[10:0] filter_phase1_o,
    output wire[10:0] filter_phase2_o,
    output wire[10:0] filter_phase3_o,
    output wire[10:0] filter_phase4_o
);
reg[10:0] reg_filter[0:19];
reg[2:0] reg_cnt;
assign filter_phase1_o = reg_filter[0+reg_cnt*4];
assign filter_phase2_o = reg_filter[1+reg_cnt*4];
assign filter_phase3_o = reg_filter[2+reg_cnt*4];
assign filter_phase4_o = reg_filter[3+reg_cnt*4];
always @(posedge clk_i or negedge rstn_i) begin
    if(!rstn_i)
        reg_cnt <= 'd0;
    else if(start_i)
        reg_cnt <= 'd0;
    else if((reg_cnt == 3'd4) && (change_i))
        reg_cnt <= 'd0;
    else if(change_i)
        reg_cnt <= reg_cnt + 1'b1;
end
initial begin
    reg_filter[0]   = 11'h003;
    reg_filter[1]   = 11'h002;
    reg_filter[2]   = 11'hFFD;
    reg_filter[3]   = 11'hFF3;
    reg_filter[4]   = 11'hFE9;
    reg_filter[5]   = 11'hFF0;
    reg_filter[6]   = 11'h01A;
    reg_filter[7]   = 11'h066;
    reg_filter[8]   = 11'h0BD;
    reg_filter[9]   = 11'h0F7;
    reg_filter[10]  = 11'h0F7;
    reg_filter[11]  = 11'h0BD;
    reg_filter[12]  = 11'h066;
    reg_filter[13]  = 11'h01A;
    reg_filter[14]  = 11'hFF0;
    reg_filter[15]  = 11'hFE9;
    reg_filter[16]  = 11'hFF3;
    reg_filter[17]  = 11'hFFD;
    reg_filter[18]  = 11'h002;
    reg_filter[19]  = 11'h003;
end
endmodule
==> flow/run.sh <==
#!/bin/bash
# OpenROAD 26Q1-2900-gdf79404cd8, Yosys 0.63+post, stock flow scripts
make -C /OpenROAD-flow-scripts/flow DESIGN_CONFIG=/design/flow/config.mk WORK_HOME=/design/flow/orfs finish
==> flow/config.mk <==
export PLATFORM = sky130hd
export DESIGN_NAME = filter_coeff
export DESIGN_NICKNAME = filter_coeff
export VERILOG_FILES = /design/flow/design.v
export SDC_FILE = /design/flow/constraint.sdc
export NUM_CORES = 4
export LEC_CHECK = 1
export CORE_AREA = 10 10 70 70
export DIE_AREA = 0 0 80 80
==> flow/constraint.sdc <==
current_design filter_coeff

set clk_period 1.4
set clk_io_pct 0.2

create_clock -name clk0 -period $clk_period [get_ports {clk_i}]

set non_clock_inputs [all_inputs -no_clocks]
set_input_delay [expr $clk_period * $clk_io_pct] -clock clk0 $non_clock_inputs
set_output_delay [expr $clk_period * $clk_io_pct] -clock clk0 [all_outputs]
==> run_results.csv <==
group,metric,value,unit
clock_tree,cts.sink_count,3,
worst_setup_path,crit_buf_inv,3,
place,gp_congestion,0.761,
synth,synth-seq-cells,3,
route,drtAntennaViolNets,0,
route,wl_per_cell,11.6,um
clock_tree,clock_latency,0.24,ns
final_timing,holdWs,0.233,ns
final_timing,rsz0062_at_grt,"true",
synth,ys_seq_share,14.6,%
final_layout,largest_reg_flops,3,
worst_setup_path,critical_path.cell_chain,"buf_12, ha_4, or2_4, buf_6, buf_6",
synth,synth_warnings,9,
worst_setup_path,r2r_end,"reg_cnt[2]$_DFFE_PN0P_",
power_and_ir_drop,powerDensity,561,mW/mm^2
worst_hold_path,hold_class,"input pin to asynchronous set/reset pin",
worst_setup_path,crit_family,"flip-flops",
floorplanning,die_y,80,um
synth,synth_chip_area,514,um^2
synth,edf_count,0,
global_routing,grt_start_max_net_pins,7,
worst_setup_path,cp-end-kind,"primary output",
final_timing,finalClockPeriodUsage,121,%
flow_run,openroad.warnings,32,
floorplanning,fp_util,15.1,%
global_routing,grt_usage,5.35,%
final_layout,reg_top3,"reg_cnt (3)",
worst_setup_path,rr_worst_depth,7,
global_routing,grt_pass1_wl,2790,um
route,top_layer_used,"met4",
route,wl_met3,324,um
synth,syn_area,514,um^2
synth,syn_inst,68,
clock_tree,clockBufferDepth,2,
worst_setup_path,cp_max_fo,5,
clock_tree,ctsRootBufferMaster,"clkbuf_4",
route,wl_met1,709,um
clock_tree,htree_levels,1,
clock_tree,cts.clk_slew.worst_paths,0.04,ns
clock_tree,numCtsBuffers,3,
worst_setup_path,crit_arrival,1.42,ns
synth,avgSynthCellArea,7.56,um^2
synth,most_common_cell,"buf_4",
route,via_count,568,
flow_run,cap_violations,0,
floorplanning,chipArea,0.00640,mm^2
floorplanning,coreArea,0.00342,mm^2
worst_setup_path,critical_path_class,"register to primary output",
synth,common_cells,"26 x buf_4, 9 x inv_1, 7 x ha_1, 5 x nor2_1, 4 x nand2_1",
final_timing,timing.final.crit_period,1.70,ns
power_and_ir_drop,p_leak,0.614,nW
clock_tree,hold_buffers,0,
outcome,status,"finished with violations",
synth,area_leaders,"buf_4 38%, ha_1 17%, dfrtp_1 15%",
final_layout,regMostFlops,"reg_cnt",
final_timing,setup_ws,-0.295,ns
final_timing,fin_setup_tns,-6.94,ns
final_timing,setup_viol,38,
clock_tree,cts_tree,"built",
place,io_buffers,47,
route,dr.first_iter.drc_count,10,
synth,top_area_cell,"buf_4",
place,dp_hpwl,1410,um
route,via_per_inst,3.36,
route,wl_met2,906,um
final_timing,report.final.hold_viol_count,0,
global_routing,antenna_found_initial,0,
final_timing,worst_pin_slew,0.183,ns
synth,synth-async-reset-ratio,100,%
route,totalWireLength,1960,um
worst_setup_path,cp.required,1.12,ns
worst_setup_path,r2r_slack,0.09,ns
outcome,violations,"setup timing",
worst_setup_path,crit_top_cell,"buf_6",
route,drc,0,
floorplanning,fp.dieW,80,um
floorplanning,pin_count,48,
worst_setup_path,r2r-start,"reg_cnt[0]$_DFFE_PN0P_",
synth,ys_cells,68,
final_layout,nFillCells,336,
final_layout,layout-drive-gt1-share,85.4,%
final_timing,clock_skew,0.00226,ns
worst_setup_path,cp_slowest_cell,"dfrtp_2",
synth,synth.distinct_cells,15,
global_routing,grt_pass1_vias,554,
global_routing,grt_overflow,0,
final_timing,fmax,0.590,GHz
final_timing,slew_headroom,87.8,%
route,dr.pass1.iters,2,
route,antenna-diode-count,0,
worst_setup_path,critPathMaxStageDelay,0.42,ns
floorplanning,rows,21,
final_timing,slew_viol_final,0,
final_layout,syn_to_final_growth,138,%
synth,yosysTopAreaCellShare,38.0,%
worst_setup_path,startpoint_type,"register",
synth,ff_type,"dfrtp_1",
power_and_ir_drop,vdd_drop_max,0.000204,V
## layout make-up
class,count,area (um^2),area share (%)
Tap cell,46,57.6,4.70
Clock buffer,4,26.3,2.15
Sequential cell,3,76.3,6.23
Timing Repair Buffer,78,677,55.3
Multi-Input combinational cell,28,343,28.0
Inverter,10,45.0,3.68
## timing repair
| item | CTS | global route |
|---|---|---|
| gates cloned | 0 | 0 |
| gates resized | 175 | 30 |
| pin swaps | 11 | 13 |
| setup buffers | 17 | 7 |
| setup endpoints to repair | 44 | 44 |
## worst max path at each step
stage	from	end	slack [ns]	cells past startpoint
global route	reg_cnt[0]$_DFFE_PN0P_	filter_phase2_o[9]	-0.33	5
CTS	reg_cnt[0]$_DFFE_PN0P_	filter_phase1_o[1]	-0.28	6
finish	reg_cnt[0]$_DFFE_PN0P_	filter_phase2_o[9]	-0.30	5
## layer usage
metal  vias to the layer above  track usage (%)
met5                         -                0
met4                         0            0.528
met3                         4             3.98
met2                        28             8.51
met1                       247             5.79
li1                        289                -
## layout by cell type, fill, tap and decap left out, drive strengths merged
master | Yosys | routed
a21oi | 3 | 3
buf | 27 | 70
clkbuf | 0 | 9
clkdlybuf4s50 | 0 | 3
dfrtp | 3 | 3
ha | 7 | 7
inv | 10 | 10
nand2 | 5 | 5
nand2b | 2 | 2
nand3 | 3 | 3
nor2 | 5 | 5
nor2b | 1 | 1
or2 | 1 | 1
or2b | 1 | 1
## power by group
group | switching [W] | internal (W)
Clock | 0.0000470 | 0.000107
Combinational | 0.000139 | 0.000296
Sequential | 0.00000561 | 0.0000920
## cells by family after synthesis
logic type	after synthesis	share of synthesized area, %
buffers and inverters	37	47.4
AND/OR/NAND/NOR	18	18.0
adder cells (fa/ha/maj)	7	17.0
AND-OR/OR-AND	3	2.92
flip-flops	3	14.6
## stage by stage
step / instance area [um^2] / worst slack [ns] / power, W / std cells / utilization [%]
4_1_cts: 1090 / -0.283 / 0.000634 / 163 / 32.1
3_3_place_gp: 916 / -0.311 / 0.000433 / 142 / 26.8
2_1_floorplan: 534 / 0.00733 / 0.000255 / 68 / -
3_5_place_dp: 916 / -0.343 / 0.000437 / 142 / 26.8
5_1_grt: 1220 / -0.329 / 0.000744 / 169 / 35.9
6_report: 1220 / -0.295 / 0.000687 / 169 / 35.9
## worst register-to-register path, cell delays in order (launching register included)
cell and delay (ns):
dfrtp_2 0.42, buf_12 0.14, buf_8 0.12, ha_4 0.15, inv_2 0.05, ha_4 0.19
nand3_1 0.06, a21oi_1 0.06
Power is estimated from default activity; no workload was simulated.
